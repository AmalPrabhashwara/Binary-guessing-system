[/design/flow/design.v]
`timescale 1ns / 1ps
module ShowRepeatingSystemVal(
input clk,
input [3:0]SystemVal,
output reg [15:0]led
    );
always @(posedge clk)begin
case(SystemVal)
    4'b0000:led<=16'h0001;
    4'b0001:led<=16'h0002;
    4'b0010:led<=16'h0004;
    4'b0011:led<=16'h0008;
    4'b0100:led<=16'h0010; 
    4'b0101:led<=16'h0020;
    4'b0110:led<=16'h0040; 
    4'b0111:led<=16'h0080;
    4'b1000:led<=16'h0100;
    4'b1001:led<=16'h0200;
    4'b1010:led<=16'h0400; 
    4'b1011:led<=16'h0800; 
    4'b1100:led<=16'h1000;
    4'b1101:led<=16'h2000; 
    4'b1110:led<=16'h4000; 
    4'b1111:led<=16'h8000;    
endcase
end
endmodule
module display(
input clock_100Mhz,
input reset,
input [3:0]SystemValAtGuess,
input [3:0]GuessNum,
output reg [3:0]Anode_Activate,
output reg [6:0]SevenSegDisplay
);
reg [19:0] Refresh_Anode;  
wire [1:0] SevenSegment_activating_counter;   
reg [3:0] Bin2Dec;  
initial begin
  Refresh_Anode=0;
end
 always @(posedge clock_100Mhz)
    begin 
        if(reset==1)
            Refresh_Anode <= 0;
        else
            Refresh_Anode <= Refresh_Anode + 1;
    end 
    assign SevenSegment_activating_counter = Refresh_Anode[19:18];
    always @(posedge clock_100Mhz)
    begin
        case(SevenSegment_activating_counter)
        2'b00: begin
            Anode_Activate = 4'b0111; 
            Bin2Dec = SystemValAtGuess/10;
              end
        2'b01: begin
            Anode_Activate = 4'b1011; 
            Bin2Dec = SystemValAtGuess % 10;
              end
        2'b10: begin
            Anode_Activate = 4'b1101; 
            Bin2Dec = ((GuessNum % 1000)%100)/10;
                end
        2'b11: begin
            Anode_Activate = 4'b1110; 
            Bin2Dec = ((GuessNum % 1000)%100)%10;              
               end
        endcase
    end
    always @(*)
    begin
        case(Bin2Dec)
        4'b0000: SevenSegDisplay = 7'b0000001;  
        4'b0001: SevenSegDisplay = 7'b1001111;  
        4'b0010: SevenSegDisplay = 7'b0010010;  
        4'b0011: SevenSegDisplay = 7'b0000110;  
        4'b0100: SevenSegDisplay = 7'b1001100;  
        4'b0101: SevenSegDisplay = 7'b0100100;  
        4'b0110: SevenSegDisplay = 7'b0100000;  
        4'b0111: SevenSegDisplay = 7'b0001111;  
        4'b1000: SevenSegDisplay = 7'b0000000;  
        4'b1001: SevenSegDisplay = 7'b0000100;  
        default: SevenSegDisplay = 7'b0000001;  
        endcase
    end
endmodule
`timescale 1ns / 1ps
module keypad(
input clk,
input [3:0]out,
input [3:0]in,
output reg [4:0]y
    );
always @(posedge clk)begin
case(out)
   4'b0001:begin
       if(in==4'b0001)begin y<=0;end
       else if(in==4'b0010)begin y<=1;end
       else if(in==4'b0100)begin y<=2;end
       else if(in==4'b1000)begin y<=3;end
       else begin y<=16;end
   end
   4'b0010:begin
       if(in==4'b0001)begin y<=4;end
       else if(in==4'b0010)begin y<=5;end
       else if(in==4'b0100)begin y<=6;end
       else if(in==4'b1000)begin y<=7;end
       else begin y<=16;end
   end
   4'b0100:begin
       if(in==4'b0001)begin y<=8;end
       else if(in==4'b0010)begin y<=9;end
       else if(in==4'b0100)begin y<=10;end
       else if(in==4'b1000)begin y<=11;end
       else begin y<=16;end
   end
   4'b1000:begin
       if(in==4'b0001)begin y<=12;end
       else if(in==4'b0010)begin y<=13;end
       else if(in==4'b0100)begin y<=14;end
       else if(in==4'b1000)begin y<=15;end
       else begin y<=16;end
   end   
 endcase
end
endmodule
`timescale 1ns / 1ps
module top(
    input clock_100Mhz,  
    input start, 
    input reset,  
    input [3:0]in, 
    output [3:0] Anode_Activate,  
    output [6:0] SevenSegDisplay, 
    output [15:0] led,  
    output reg [3:0]out,   
    output reg[2:0]ShowTrueFalse
    );
    reg [26:0] count; 
    reg [3:0] SystemVal;  
    reg [3:0]GuessNum;  
    reg [3:0] SystemValAtGuess;  
    reg [1:0]state;  
    reg [3:0]count2;  
    wire [4:0]KeyState;  
    localparam s1=0;   
    localparam s2=1;
    localparam s3=2;
    initial begin   
     count=0;
     SystemVal=0;
     state=0;
     SystemValAtGuess=0;
     GuessNum=0;
     count2=0;
    end
    always @(posedge clock_100Mhz)begin   
    if(start==1)begin     
    if(count==25000)begin     
      count<=0;
      SystemVal<=SystemVal+1;
    end
    else
     count<=count+1;
    end
    else
     SystemVal<=0;
    end
always @(posedge clock_100Mhz)begin
 case(state)
 s1:begin
   if(start==1)
     state<=s2;
 end
 s2:begin
  if(start==1)begin
  if(KeyState==5'b10000)begin  
   ShowTrueFalse<=3'b001;  
   end
  else if(KeyState==SystemVal)begin
   ShowTrueFalse<=3'b010;    
   GuessNum<=KeyState;    
   SystemValAtGuess<=SystemVal; 
   state<=s3;  
   end
  else if(KeyState!=SystemVal) begin
   ShowTrueFalse<=3'b100;   
   GuessNum<=KeyState;
   SystemValAtGuess<=SystemVal;
   state<=s3;
   end
   end
   end
   s3:begin  
   if(reset==1 | start==0)begin  
     state<=s1;  
     SystemValAtGuess<=0;
     GuessNum<=0;
     end
   end
  endcase 
end
always @(posedge clock_100Mhz)begin
 count2<=count2+1;
end
always @(posedge clock_100Mhz)begin
 case(count2[3:2]) 
   2'b00:out<=4'b0001;
   2'b01:out<=4'b0010;
   2'b10:out<=4'b0100;
   2'b11:out<=4'b1000;
 endcase
end
keypad f1(clock_100Mhz,out,in,KeyState); 
display f2(clock_100Mhz,reset,SystemValAtGuess,GuessNum,Anode_Activate,SevenSegDisplay); 
ShowRepeatingSystemVal f3(clock_100Mhz,SystemVal,led); 
endmodule
[/design/flow/run.sh]
#!/bin/bash
# OpenROAD 26Q1-2900-gdf79404cd8, Yosys 0.63+post, stock flow scripts
make -C /OpenROAD-flow-scripts/flow DESIGN_CONFIG=/design/flow/config.mk WORK_HOME=/design/flow/orfs finish
[/design/flow/config.mk]
export PLATFORM = sky130hd
export DESIGN_NAME = top
export DESIGN_NICKNAME = top
export VERILOG_FILES = /design/flow/design.v
export SDC_FILE = /design/flow/constraint.sdc
export NUM_CORES = 4
export LEC_CHECK = 1
export CORE_UTILIZATION = 30
[/design/flow/constraint.sdc]
current_design top

set clk_period 3.6
set clk_io_pct 0.2

create_clock -name clk0 -period $clk_period [get_ports {clock_100Mhz}]

set non_clock_inputs [all_inputs -no_clocks]
set_input_delay [expr $clk_period * $clk_io_pct] -clock clk0 $non_clock_inputs
set_output_delay [expr $clk_period * $clk_io_pct] -clock clk0 [all_outputs]
==> flow_summary.yaml <==
# physical design summary
logic_synthesis:
  compound_area_frac: 0.0476
  synthMuxAreaShare: 0.0254
  synth-edff-count: 45
  largest_area_cell: "edfxtp_1"
  ys_warn_count: 4
  syn_area_sq_um: 4780
  area_leaders: "edfxtp_1 (28%), dfxtp_1 (25%), xnor2_1 (5.9%)"
  synth_stat.cells: 437
  ys_types: 55
  avgSynthCellArea_sq_um: 10.9
  yosys.cell_count.top_type: "dfxtp_1"
  xor_area_frac: 0.0916
  fa_ha_area_frac: 0.0550
  logic_family: "simple AND/OR/NAND/NOR gates"
  ys_top_cells_by_count: "dfxtp_1 (59), nor2_1 (51), edfxtp_1 (45)"
  ys_seq_frac: 0.530
  ys_seq_elements: 104
  flop_cell: "dfxtp_1"
  top_area_frac: 0.283
  ys_area_sq_um: 4780
  simple_gate_share: 0.217
  synth_async_sr_flop_share: 0
  postSynthCellCount: 437
critical_path:
  r2r_start: "f2.Refresh_Anode[19]$_SDFF_PP0_"
  worst_setup_path_end_kind: "flop"
  worstPathArrival_ps: 2640
  cp_max_fo: 9
  ff2ff_setup_slack_ps: 1180
  critPathKind: "reg2reg"
  cp.required_ps: 3820
  reg2reg_depth: 7
  r2r-end: "SevenSegDisplay[0]$_DFF_P_"
  cp-start-kind: "flop"
drt:
  drtIter0Drc: 143
  route.vias.total: 3066
  viasPerCell: 4.40
  wl_per_cell_um: 11.5
  drc: 0
  ant_nets: 0
  n_antenna_cell: 0
  wirelength_um: 8050
  first_pass_iters: 4
place:
  gp_congestion: 0.856
  place_ws_ps: 1210
  dp_hpwl_um: 5820
  placedCellCount: 681
  portBuffers: 40
timing:
  rsz0062_at_grt: "no"
  worst_slew_pin_slew_ps: 609
  min_period_ps: 2420
  timing.final.crit_share: 0.672
  fin_tns_setup_ps: 0
  max_freq_mhz: 413
  slew_violations: 0
  setup-violations-final: 0
  slew_headroom: 0.591
  fin_ws_ps: 1180
  skew_ps: 10.2
  hold_viol_final: 0
clocking:
  cts_root_buffer: "clkbuf_16"
  cts_resized: 0
  path_clk_slew_ps: 60
  post_cts_buffers: 0
  cts.htree.levels: 3
  postCtsHoldBufs: 0
  cts_tree: "built"
  clk_latency_ps: 340
  cts_buffer_depth: 2
  cts_buffers: 9
  cts_sinks: 104
status:
  outcome: "complete, no violations"
floorplanning:
  die.size.y_um: 128
  io-pin-count: 41
  chipArea_sq_um: 16400
  num_rows: 45
  fp-utilization: 0.311
  die_x_um: 128
  coreArea_sq_um: 15400
pwr:
  p_per_area_nw_per_um2: 501
  ir_drop_mv: 0.277
  p_leak_nw: 2.06
min_path:
  min_from: "count2[0]$_DFF_P_"
  hold_class: "reg2reg"
  hold_end: "count2[0]$_DFF_P_"
  holdPathStages: 1
grt:
  antenna_found_initial: 0
  grt_pass1_vias: 2905
  grt_overflow_total: 0
  grt_max_degree: 33
  track_usage: 0.105
  grt_pass1_wl_um: 13600
final_layout:
  fin_cells: 697
  drive_above_1_share: 0.0823
  area_growth_pct: 19.4
run:
  warnings: 38
  maxCapViolations: 0
==> routing by layer <==
metal | up-vias | share of wire | GRT usage
li1 | 1600 | - | -
met1 | 1417 | 0.48 | 0.153
met2 | 40 | 0.47 | 0.171
met3 | 9 | 0.033 | 0.0247
met4 | 0 | 0.012 | 0.0111
met5 | - | 0 | 0
==> cells by family after synthesis <==
kind of cell / after synthesis
and+or+nand+nor: 187
DFF: 104
xor gates and xnor gates: 50
buffers and inverters: 34
AOI/OAI and AO/OA: 30
adders and majority gates: 21
muxes: 11
==> area by class of cell <==
cell class | instances | area, sq um
timing repair buffer | 44 | 430
tap | 211 | 264
inverter | 23 | 87.6
fill | 1443 | 9660
sequential | 104 | 2530
clock inverter | 2 | 10.0
multi-input combinational | 299 | 2090
clock buffer | 14 | 297
==> how the worst max path moves through the flow <==
stage,from,end,cells past startpoint
CTS,f2.Refresh_Anode[19]$_SDFF_PP0_,SevenSegDisplay[0]$_DFF_P_,7
global route,f2.Refresh_Anode[19]$_SDFF_PP0_,SevenSegDisplay[3]$_SDFF_PP0_,7
finish,f2.Refresh_Anode[19]$_SDFF_PP0_,SevenSegDisplay[0]$_DFF_P_,7
==> report_power, final <==
part	internal [mW]	leakage, nW	switching [mW]	total [mW]
combinational	0.210	1.01	0.226	0.436
clock	0.570	0.153	0.390	0.960
sequential	1.37	0.903	0.0918	1.47
total	2.15	2.06	0.707	2.86
==> stage by stage <==
stage	utilization	instance area, sq um	power [mW]	hold WS (ps)
after floorplan	-	4780	1.77	370
after global placement	0.351	5400	1.91	380
after detailed placement	0.351	5400	1.93	390
after CTS	0.371	5710	2.90	404
after global routing	0.371	5710	3.02	433
final	0.371	5710	2.86	398
==> layout by cell type (no fill, tap or decap), types with 4 or more instances in the layout <==
master and count:
o21ai_0 6, nand2_1 22, nor3_1 15, and2_1 9, ha_1 21, nand3_1 22
clkbuf_16 11, and3_1 15, edfxtp_1 45, nor2b_1 11, nor2_1 51, a21oi_1 7
clkdlybuf4s50_1 40, xor2_1 18, nand4_1 9, dfxtp_1 59, inv_1 22, nor4_1 5
mux2i_1 7, buf_4 4, xnor2_1 32
==> sequential cells by signal, indices dropped and copies added (netlist names) <==
register           flops
count                 27
f2.Refresh_Anode      20
f3.led                16
SevenSegDisplay        7
f1.y                   5
GuessNum               4
SystemValAtGuess       4
SystemVal              4
count2                 4
f2.Anode_Activate      4
out                    4
ShowTrueFalse          3
state                  2
==> worst max-delay path: stages (launching register included) <==
cell,delay (ps)
dfxtp_1,530
and2_4,270
mux2i_2,320
ha_1,290
and2_4,140
a311oi_4,470
nand2b_4,90
o32a_1,190
No activity file was given, so power comes from the tool's default toggle rates.
